### /design/flow/config.mk
export PLATFORM = sky130hd
export DESIGN_NAME = maxmin
export DESIGN_NICKNAME = maxmin
export VERILOG_FILES = /design/flow/design.v
export SDC_FILE = /design/flow/constraint.sdc
export NUM_CORES = 4
export LEC_CHECK = 1
export CORE_UTILIZATION = 30
### /design/flow/constraint.sdc
current_design maxmin

set clk_period 6.7
set clk_io_pct 0.2

create_clock -name clk0 -period $clk_period [get_ports {clk}]

set non_clock_inputs [all_inputs -no_clocks]
set_input_delay [expr $clk_period * $clk_io_pct] -clock clk0 $non_clock_inputs
set_output_delay [expr $clk_period * $clk_io_pct] -clock clk0 [all_outputs]
### /design/flow/design.v
module maxmin(clk,rst,din,dout,rdy);
	input clk,rst;
	input signed[15:0]din;
	output rdy;
	output signed[15:0]dout;
	reg rdy;
	reg signed [15:0]dout;
	reg signed [15:0]max;
	reg signed [15:0]min;
	reg [4:0] cnt;
	always @(posedge clk or negedge rst)
	 if(~rst) begin 
		 rdy=0; 
		 dout=0;
		 cnt=16;
		 max=0;
		 min=0;
	 end
	 else begin
		 max=(max<din)?din:max;
		 min=(min>din)?din:min;
		 cnt -=1;	 
		 if(cnt == 0)begin
			rdy=1;
			dout=min;
		 end
		 else if(rdy==1)
			dout=max;
	 end 
endmodule
### /design/flow/run.sh
#!/bin/bash
# OpenROAD 26Q1-2900-gdf79404cd8, Yosys 0.63+post, stock flow scripts
make -C /OpenROAD-flow-scripts/flow DESIGN_CONFIG=/design/flow/config.mk WORK_HOME=/design/flow/orfs finish
==> results.txt <==
run metrics: Hold Crit Class=flop to flop, Yosys cell types=42, # H-tree levels=2, Num CTS Buffers=5, capturing point of the worst reg2reg path=dout[12]$_DFFE_PN0P_, met1 WL=approximately 4000 um, Tcrit/Tclk final=about 68%, met3 WL=235 um, Post-synth top flop=dfrtp_1, top cells by area=dfrtp_1 38%, mux2_2 14%, ha_1 12%, nor2_1 5.6%, a21oi_1 4.1%, CTS Hold Bufs=0, vias per inst=about 5, pin count of the biggest net entering global routing=~55, I/O pin cnt=35, GRT Overall Usage=approximately 14%, Crit-path slowest cell=nand2b_1, P per Cell Area=about 480 nW/um^2, async set-reset flop share out of synthesis=100.0%, Post-DP HPWL=5290 um, dominant logic cell type in the layout=dfrtp_1, sequential power share=30.6%, grt ovf=0, clock sinks=54, kind of critical path=input port to flop, Crit. path cell count=10, CP cell instances=clkdlybuf4s50_1 -> inv_1 -> ha_1 -> nand4_1 -> or4_1 -> o211ai_2 -> buf_4 -> nand2b_1 -> o221ai_1 -> o22ai_1, gpl congestion=0.8798, DRC viols=0, slack of the critical path=2.147 ns, vias=2,650, antenna violations before repair=0, clock buffer depth=2, die height=110.0 um, Post-CTS Setup Bufs=0, hold path depth=1, outcome=finished, final reports clean, fin. max-slew vios=0, HP Start=cnt[4]$_DFF_PN1_, CP bufs+invs=3, post-route minimum period=4.553 ns, root buffer cell=clkbuf_16, CP endpoint kind=flop, CP max stage delay=0.63 ns, Mean Syn Cell Area=9.855 um^2, Post-DP Area=3953 um^2, num rows=39, fp util=30.77%, Pint=1.229 mW, WHS=approximately 0.50 ns, worst r2r path cells=8, ANT nets after route=0, routed wire length=7814 um, DR iter-0 viols=around 95, Pleak=1.720 nW, post_cts resized=0, FMAX=0.2196 GHz, CTS tree=built, Top cells excl fill/tap=53 x dfrtp_1, 52 x nor2_1, 45 x mux2_2, 33 x ha_1, 33 x clkdlybuf4s50_1, Yosys reg bits=54, Mapped Area=roughly 3500 um^2, Area Growth Syn to Fin=17.63%, worst path required time=between 6 and 7 ns, met2 routed WL=3521 um, worst reg2reg setup slack=3.43 ns, max_cap viols=0, worst-case hold path end point=cnt[4]$_DFF_PN1_, Die X=110.0 um, startpoint types=input port, DR pass1 iterations=4, sw frac=approximately 37%, Syn Inst Count=355, biggest area consumer among synthesized cells=dfrtp_1, synth warn=1, Setup WS pre-CTS=1.835 ns, clock power share=14.8%, Area leader share=37.91%, arrival time worst endpoint=between 4 and 5 ns, Logic pwr share=54.5%, chip area in the Yosys report=between 3000 and 4000 um^2, Top Layer Used=met4, total chip power=1.962 mW, first-pass GRT wire length=13,410 um, Max rail drop VDD=174.7 uV, Top Family by Delay on Critical Path=simple AND/OR/NAND/NOR gates, fill count=1,111, setup violators final=0, CP max FO=14, Worst-Skew Late Latency=0.29 ns, antenna cell count=0, Switch Pwr=0.7329 mW, slew margin rel.=50.15%, clk slew on worst S/H paths=0.07 ns, chip area=12,100 um^2, RSZ-0062 raised after global routing=false, IO Port Bufs=34, core area=11,370 um^2, ratio of cells with drive above 1 in the final layout=roughly 17%, Final Hold Fails=0, flip-flops with a built-in enable=0, vias in the first global route=around 2,700, tool warnings=26, clk_skew=0.005696 ns, yosys cell count=355, Seq share, synth=between 30 and 40%, origin of the critical flop-to-flop path=max[15]$_DFF_PN0_, worst-margin pin slew=0.7478 ns, design area=4115 um^2, wire per inst=14.83 um, setup tns final=0 ns
## state kept, by name, indices dropped and copies added (netlist names)
| register | cells |
|---|---|
| dout | 16 |
| max | 16 |
| min | 16 |
| cnt | 5 |
| rdy | 1 |
## synth_stat cells (6+ instances only)
cell type,count
o21ai_0,6
o221ai_1,14
dfrtp_1,53
a21boi_0,14
o22ai_1,14
a21oi_1,29
nor2_1,52
nand2_1,16
inv_1,21
ha_1,33
clkbuf_1,11
mux2_2,45
## stage by stage
stage	cells	util (%)
global placement	519	34.76
floorplan	355	-
global route	527	36.19
CTS	527	36.19
finish	527	36.19
detailed placement	519	34.76
## worst max path at each step
stage	startpoint	to	slack, ns
CTS	din[15]	dout[12]$_DFFE_PN0P_	2.11
global route	din[15]	dout[13]$_DFFE_PN0P_	1.94
finish	din[15]	dout[12]$_DFFE_PN0P_	2.15
## layer usage
metal | vias up | global-route usage (%)
met5 | - | 0
met1 | 1275 | 22.47
li1 | 1336 | -
met3 | 5 | 1.857
met4 | 0 | 1.048
met2 | 34 | 22.72
## power by group through the flow
stage	sequential, mW	combinational (mW)	clock (mW)
6_report	0.601	1.07	0.291
5_1_grt	0.624	1.21	0.312
4_1_cts	0.603	1.08	0.301
## area by class of cell
type,instances,area [um^2],area share [%]
tap,143,178.9,4.348
sequential,54,1353,32.87
clock inverter,1,30.03,0.7297
inverter,21,78.83,1.915
clock buffer,7,132.6,3.223
timing repair buffer,40,380.4,9.243
multi-input combinational,261,1962,47.67
## cells by family after synthesis
logic type | synth area share, %
multiplexers | 14.77
AND-OR/OR-AND | 16.88
adder cells (fa/ha/maj) | 11.80
flip-flops | 38.66
buffers and inverters | 5.400
AND/OR/NAND/NOR | 11.02
XOR/XNOR | 1.467
## worst reg2reg max path, delay by kind of cell (launching register included)
family	cells	cell delay (ns)
compound gates	3	0.67
fa+ha+maj	1	0.41
simple gates	3	1.40
buf+inv	1	0.33
flops	1	0.38
Power and IR drop assume default switching activity.
