[flow/run.sh]
#!/bin/bash
# OpenROAD 26Q1-2900-gdf79404cd8, Yosys 0.63+post, stock flow scripts
make -C /OpenROAD-flow-scripts/flow DESIGN_CONFIG=/design/flow/config.mk WORK_HOME=/design/flow/orfs finish
[flow/config.mk]
export PLATFORM = sky130hd
export DESIGN_NAME = log_shift
export DESIGN_NICKNAME = log_shift
export VERILOG_FILES = /design/flow/design.v
export SDC_FILE = /design/flow/constraint.sdc
export NUM_CORES = 4
export LEC_CHECK = 1
export CORE_AREA = 10 10 80 80
export DIE_AREA = 0 0 90 90
[flow/constraint.sdc]
current_design log_shift

set clk_period 1.5
set clk_io_pct 0.2

create_clock -name clk0 -period $clk_period

set non_clock_inputs [all_inputs -no_clocks]
set_input_delay [expr $clk_period * $clk_io_pct] -clock clk0 $non_clock_inputs
set_output_delay [expr $clk_period * $clk_io_pct] -clock clk0 [all_outputs]
[flow/design.v]
module log_shift(din, shamt, dout);
 input [15:0]din;
 input [3:0]shamt;
 output[15:0]dout;
 wire [15:0] t1,t2,t3,t4,t5;
 assign t1 = (shamt[3])?din>>8:din;
 assign t2 = (shamt[2])?t1>>4:t1;
 assign t3 = (shamt[1])?t2>>2:t2;
 assign t4 = (shamt[0])?t3>>1:t3;
 assign	dout = t4;
endmodule
==> flow_summary.toml <==
# physical design summary
[status]
status = "complete, but fails checks"
violations = "negative setup slack"

[layout]
drive_above_1_share_pct = 72.7
design.seq.count = 0
fill_cells = 459
regArea_sq_um = 0
clock_buffers = 0
layout_top_cell = "buf_4"
final_cell_mix = "buf_4, buf_2, buf_6, mux2i_1"
final_util_pct = 36.7
area_growth_syn_to_layout_pct = 117
layout.area.comb_sq_um = 893

[setup_path]
worstSetupEndpointType = "output port"
cp.arrival_ns = 1.52
required_ns = 1.20
critPathLaunchType = "input pin"
path_class = "input pin to output port"
path_max_fanout = 7

[die]
initCoreUtil_pct = 16.9
die-area_sq_um = 8100
rows = 25
io_pins = 36
die_y_microns = 90
fp.coreArea_sq_um = 4720
die_x_microns = 90

[placement]
place.gp.congestion = 0.843
io_buffers = 36
pre_cts_slack_ns = -1.10
dp_hpwl_mm = 2.48

[routing]
first_pass_iters = 4
wl_per_cell_microns = 14.4
viasPerCell = 4.40
diodes = 0
routed_wl_mm = 3.44
drc_errors = 0
ant_nets = 0
vias = 1052
drt_iter0_drc = 54

[synthesis]
yosysChipArea_sq_um = 797
synth_area_sq_um = 797
ys_cells = 97
ys_seq_share_pct = 0
synth_warnings = 0
synthCells = 97
synth_top_cell_by_area = "mux2i_1"
yosysUniqueCellTypes = 29
top_area_share_pct = 21.4
top_cells_by_area = "mux2i_1, mux4_2, mux2_2"
avgSynthCellArea_sq_um = 8.22

[run]
warnings = 35
maxCapViolations = 0

[worst_hold_path]
min_path_type = "input pin to output port"

[global_route]
grt-ovfl-total = 0
grt_pass1_vias = 1116
grt_max_degree = 11
grt_pass1_wl_mm = 5.50
antenna_found_initial = 0
grt_usage_pct = 7.81

[pwr]
irDropWorstVdd_uv = 161
power.total_uw = 547
power_leakage_uw = 0.000781
cellPowerDensity_nw_per_um2 = 316

[final_timing]
setup_viol = 13
tightest_slew_ns = 0.267
hold-worst-slack_ns = 1.00
rsz0062_at_grt = "true"
slew_headroom_pct = 81.7
min_period_over_period_pct = 121
final_hold_viol_count = 0
period_minus_slack_ns = 1.82
max_freq_mhz = 549
finalMaxSlewViolations = 0
setup_slack_ns = -0.322

[clocking]
hold_buffers = 0
## routing by layer
metal | global-route usage, % | up-vias | wire [microns]
met5 | 0 | - | 0
met4 | 0.398 | 0 | 17
met3 | 0.838 | 4 | 148
met2 | 13.4 | 36 | 1660
met1 | 10.8 | 494 | 1620
li1 | - | 518 | -
## final timing paths
kind,slack (ns),depth (start not counted),from,to
worst max-delay path,-0.32,7,shamt[0],dout[3]
worst min-delay path,1.00,4,din[15],dout[15]
## cell families after synthesis
group / after synthesis / synth area share (%)
buffers and inverters: 12 / 10.8
and+or+nand+nor: 33 / 20.9
muxes: 30 / 48.2
AOI/OAI and AO/OA: 22 / 20.1
## what timing repair did
action	CTS	global route
gates cloned	1	0
gates resized	144	26
endpoints found under the setup margin	16	16
buffers inserted	17	4
pin swaps	18	14
## cell usage after synthesis, types with 2 or more instances
master    number
nor2b_1        4
mux4_2         6
and2_1         3
a211oi_1       6
nand2_1        6
nor3_1         3
a21oi_1        6
buf_2          2
o22ai_1        3
nor2_1         9
buf_1          3
mux2i_1       17
nand2b_1       5
buf_4          2
buf_6          2
mux2_2         7
## worst max-delay path, stage by stage
cell      delay (ns)
buf_8           0.08
buf_6           0.11
buf_12          0.11
mux4_2          0.50
mux2i_1         0.19
o211ai_1        0.11
buf_2           0.13
## power by group
group,leakage (uW),total [uW],switching [uW],internal [uW]
clock,0,0,0,0
combinational,0.000781,547,220,327
sequential,0,0,0,0
total,0.000781,547,220,327
## metrics by stage
stage / cells / TNS, ns / area (sq um)
after floorplan: 97 / -0.379 / 817
after global placement: 219 / -15.36 / 1440
after detailed placement: 219 / -15.39 / 1440
after CTS: 237 / -3.22 / 1660
after global routing: 239 / -3.72 / 1730
final: 239 / -2.99 / 1730
## area by class of cell
cell class	count	area share, %
multi-input cells	85	51.6
inverters	1	0.217
well taps	67	4.84
repair buffers	86	43.4
Power is estimated from default activity; no workload was simulated.
