`design/flow/config.mk`:
```
export PLATFORM = sky130hd
export DESIGN_NAME = cla_64bit
export DESIGN_NICKNAME = cla_64bit
export VERILOG_FILES = /design/flow/design.v
export SDC_FILE = /design/flow/constraint.sdc
export NUM_CORES = 4
export LEC_CHECK = 1
export CORE_UTILIZATION = 40
```
`design/flow/constraint.sdc`:
```
current_design cla_64bit

set clk_period 15.8
set clk_io_pct 0.2

create_clock -name clk0 -period $clk_period

set non_clock_inputs [all_inputs -no_clocks]
set_input_delay [expr $clk_period * $clk_io_pct] -clock clk0 $non_clock_inputs
set_output_delay [expr $clk_period * $clk_io_pct] -clock clk0 [all_outputs]
```
`design/flow/design.v`:
```
`timescale 1ns/1ps
module cla_64bit( a, b, cin, out, cout);
	input [63:0] a, b;
	output [63:0] out;
	input cin;
	output cout;
    wire [63:0] p, g;
    wire [15:0] p_4, g_4;
    wire [3:0] p_16, g_16;
    wire [16:0] c;
    wire [4:0] c_16;
    assign cout = c_16[4];
	pg_generator pg1(a[3:0], b[3:0], p[3:0], g[3:0]);
	pg_generator pg2(a[7:4], b[7:4], p[7:4], g[7:4]);
	pg_generator pg3(a[11:8], b[11:8], p[11:8], g[11:8]);
	pg_generator pg4(a[15:12], b[15:12], p[15:12], g[15:12]);
	pg_generator pg5(a[19:16], b[19:16], p[19:16], g[19:16]);
	pg_generator pg6(a[23:20], b[23:20], p[23:20], g[23:20]);
	pg_generator pg7(a[27:24], b[27:24], p[27:24], g[27:24]);
	pg_generator pg8(a[31:28], b[31:28], p[31:28], g[31:28]);
	pg_generator pg9(a[35:32], b[35:32], p[35:32], g[35:32]);
	pg_generator pg10(a[39:36], b[39:36], p[39:36], g[39:36]);
	pg_generator pg11(a[43:40], b[43:40], p[43:40], g[43:40]);
	pg_generator pg12(a[47:44], b[47:44], p[47:44], g[47:44]);
	pg_generator pg13(a[51:48], b[51:48], p[51:48], g[51:48]);
	pg_generator pg14(a[55:52], b[55:52], p[55:52], g[55:52]);
	pg_generator pg15(a[59:56], b[59:56], p[59:56], g[59:56]);
	pg_generator pg16(a[63:60], b[63:60], p[63:60], g[63:60]);
	group_CLA_4bit sum1(p[3:0], g[3:0], c[0], g_4[0], p_4[0], , out[3:0]);
	group_CLA_4bit sum2(p[7:4], g[7:4], c[1], g_4[1], p_4[1], , out[7:4]);
	group_CLA_4bit sum3(p[11:8], g[11:8], c[2], g_4[2], p_4[2], , out[11:8]);
	group_CLA_4bit sum4(p[15:12], g[15:12], c[3], g_4[3], p_4[3], , out[15:12]);
	group_CLA_4bit sum5(p[19:16], g[19:16], c[4], g_4[4], p_4[4], , out[19:16]);
	group_CLA_4bit sum6(p[23:20], g[23:20], c[5], g_4[5], p_4[5], , out[23:20]);
	group_CLA_4bit sum7(p[27:24], g[27:24], c[6], g_4[6], p_4[6], , out[27:24]);
	group_CLA_4bit sum8(p[31:28], g[31:28], c[7], g_4[7], p_4[7], , out[31:28]);
	group_CLA_4bit sum9(p[35:32], g[35:32], c[8], g_4[8], p_4[8], , out[35:32]);
	group_CLA_4bit sum10(p[39:36], g[39:36], c[9], g_4[9], p_4[9], , out[39:36]);
	group_CLA_4bit sum11(p[43:40], g[43:40], c[10], g_4[10], p_4[10], , out[43:40]);
	group_CLA_4bit sum12(p[47:44], g[47:44], c[11], g_4[11], p_4[11], , out[47:44]);
	group_CLA_4bit sum13(p[51:48], g[51:48], c[12], g_4[12], p_4[12], , out[51:48]);
	group_CLA_4bit sum14(p[55:52], g[55:52], c[13], g_4[13], p_4[13], , out[55:52]);
	group_CLA_4bit sum15(p[59:56], g[59:56], c[14], g_4[14], p_4[14], , out[59:56]);
	group_CLA_4bit sum16(p[63:60], g[63:60], c[15], g_4[15], p_4[15], , out[63:60]);
  	group_CLA_4bit carry_generator1(p_4[3:0], g_4[3:0], c_16[0], g_16[0], p_16[0], c[4:0], );
  	group_CLA_4bit carry_generator2(p_4[7:4], g_4[7:4], c_16[1], g_16[1], p_16[1], c[8:4], );
  	group_CLA_4bit carry_generator3(p_4[11:8], g_4[11:8], c_16[2], g_16[2], p_16[2], c[12:8], );
  	group_CLA_4bit carry_generator4(p_4[15:12], g_4[15:12], c_16[3], g_16[3], p_16[3], c[16:12], );
  	group_CLA_4bit carry_generator(p_16[3:0], g_16[3:0], cin, , , c_16[4:0], );
endmodule
module group_CLA_4bit( p, g, cin, gG, gP, c, sum);
	input [3:0] p, g;
	input cin;
	output gG, gP;
	output [4:0] c;
	output	[3:0] sum;
	assign gG = (g[0] & p[1] & p[2] & p[3])|(g[1]&p[2]&p[3])|(g[2]&p[3])|g[3];
	assign gP = p[0] & p[1] & p[2] & p[3];
	assign c[0] = cin;
	assign c[1] = g[0]|(p[0] & cin);
	assign c[2] = g[1]|(p[1] & g[0])|(p[1] & p[0] & cin);
	assign c[3] = g[2]|(p[2] & g[1])|(p[2] & p[1] & g[0])|(p[2] & p[1] & p[0] & cin);
	assign c[4] = g[3]|(p[3] & g[2])|(p[3] & p[2] & g[1])|(p[3] & p[2] & p[1] & g[0])|(p[3] & p[2] & p[1] & p[0] & cin);
	assign sum[0] = c[0] ^ p[0];
	assign sum[1] = c[1] ^ p[1];
	assign sum[2] = c[2] ^ p[2];
	assign sum[3] = c[3] ^ p[3];
endmodule
module pg_generator( a, b, p, g);
        input [3:0] a, b;
        output [3:0] p, g;
        assign p[0] = a[0] ^ b[0] ;
        assign p[1] = a[1] ^ b[1] ;
        assign p[2] = a[2] ^ b[2] ;
        assign p[3] = a[3] ^ b[3] ;
        assign g[0] = a[0] & b[0] ;
        assign g[1] = a[1] & b[1] ;
    	assign g[2] = a[2] & b[2] ;
        assign g[3] = a[3] & b[3] ;
endmodule
```
`design/flow/run.sh`:
```
#!/bin/bash
# OpenROAD 26Q1-2900-gdf79404cd8, Yosys 0.63+post, stock flow scripts
make -C /OpenROAD-flow-scripts/flow DESIGN_CONFIG=/design/flow/config.mk WORK_HOME=/design/flow/orfs finish
```
==> deck_impl_summary.md <==
Physical Implementation Snapshot

Finish
  • Fillers: 561
  • Seq Cell Count: 0
  • Area Growth Syn to Fin: 71.11%
  • Post-Layout Cell Count: 640
  • Clock buf count: 0
  • Layout cell share with drive strength beyond 1: 2.941%
  • Logic area: 2818 um2
  • FF/Latch Area: 0 um2
  • Fin area: 4950 um2

Detailed routing
  • Antenna cell count: 0
  • DR vias/cell: 5.269
  • Remaining DRCs: 0
  • First-pass DRT Iterations: 4
  • Final ANT Viol Nets: 0
  • Via count: 3372
  • Routed WL: 8.154 mm
  • Initial DRC count: 68
  • DR WL/cell: 12.74 um

Setup path
  • Critical path fanouts, max: 4
  • WP data arrival: 6.97 ns
  • CP Launch Type: primary input
  • CP Capture Type: primary output
  • CP required: 12.64 ns
  • CP Class: in2out

Yosys
  • Number of distinct library cells after synthesis: 54
  • Yosys Chip Area: 2893 um2
  • Syn avg cell area: 8.242 um2
  • Sequential share of the synthesized area: 0%
  • YS warnings: 3
  • Synth Cell Area: 2893 um2
  • Ys cells: 351
  • Post-Synthesis Cells: 351

STA
  • Setup TNS: 0 ns
  • Final setup fails: 0
  • Worst Max-Slew Pin Slew: 0.6155 ns
  • Fin crit period: 10.13 ns
  • Max Fclk: 98.68 MHz
  • RSZ-0062 raised after global routing: no
  • Hold Vio Cnt, Final: 0
  • Slew Limit Fails: 0
  • Final setup slack of the worst path: 5.666 ns
  • Max-slew headroom: 58.59%
  • Fin crit share: 64.14%

Outcome
  • Status: completed

Die
  • Core Footprint: 6907 um2
  • Die W: 87.04 um
  • Die Y-Extent: 87.04 um
  • Init Core Util: 41.88%
  • Io pins: 194
  • Total die area: 7576 um2
  • # rows: 30

Pwr
  • Net switching power of the design: 0.07441 mW
  • P_leak: 2.133 nW
  • Clock power frac: 0%
  • VDD IR max: 0.02332 mV
  • Sequential Power Share: 0%
  • Pwr Density: 42.42 nW/um2
  • Net Sw Frac: 35.44%
  • Comb pwr share: 100.0%
  • Internal power: 0.1356 mW

Placement
  • HPWL Detailed: 7.380 mm
  • PortBufs: 194
  • Placement Setup Slack: 5.664 ns
  • Gpl congestion: 0.8345
  • Placement Cell Area: 4950 um2
  • Placed insts: 640

Job
  • OpenROAD warning count: 33
  • MaxCap Viol Count: 0

Global routing
  • Initial antenna violation count: 0
  • Pin count of the biggest net entering global routing: 9
  • Total grt overflow: 0
  • First-pass GRT wire length: 13.46 mm
  • Vias in the first global route: 3158
  • Total track usage: 21.91%

Min path
  • Worst hold path cell count: 4
  • Min-delay src: b[62]
  • Hold Path End: out[62]
  • Min-Delay Path Class: in2out

Clock network
  • Cts repair resizes: 0
  • Hold Buf Count CTS: 0
  • Postcts setup bufs: 0
==> cells by family (layout without fill, tap and decap cells) <==
| group | count (synthesis) | after routing | share of synthesized area, % |
|---|---|---|---|
| buffers and inverters | 19 | 212 | 2.595 |
| XOR/XNOR | 44 | 44 | 13.32 |
| AND-OR/OR-AND | 121 | 121 | 29.76 |
| adder cells (fa/ha/maj) | 80 | 80 | 38.75 |
| AND/OR/NAND/NOR | 87 | 87 | 15.57 |
==> how the worst max path moves through the flow <==
stage	startpoint	end	slack, ns	cells past startpoint
4_1_cts	a[0]	out[25]	5.64	13
5_1_grt	a[0]	out[25]	5.29	13
6_report	a[0]	out[25]	5.67	13
==> cell usage in the layout (no fill, tap or decap), types with 2 or more instances in the layout <==
master,n
clkdlybuf4s50_1,194
ha_1,64
a21oi_1,38
xor2_1,24
a21o_1,21
xnor2_1,20
nand2_1,19
inv_1,17
fa_1,16
nor2_1,15
o21ai_0,14
nand4_1,12
nor3_1,11
nand3_1,6
o21bai_1,6
and3_1,6
o211ai_1,5
nor4_1,4
o41ai_1,4
a21oi_2,3
o21a_1,3
nor2b_1,3
a41oi_1,2
a211oi_1,2
nand2b_1,2
o31ai_1,2
a2111oi_0,2
a31oi_1,2
a21o_2,2
==> routing by layer <==
layer  part of all wire (%)  wire length (um)  track usage, %  vias to the layer above
met1                     43              3466           28.46                     1506
met2                     47              3829           39.08                      126
li1                       -                 -               -                     1732
met5                      0                 0               0                        -
met4                    1.2               100           1.970                        0
met3                    9.3               757           4.519                        8
==> synth_stat cells, types with 3 or more instances <==
cell      number  area, um2
nand2_1       19      71.32
o211ai_1       5      37.54
o21ai_0       14      70.07
ha_1          64      800.8
inv_1         17      63.81
o21a_1         3      22.52
xnor2_1       20      175.2
o41ai_1        4      35.03
fa_1          16      320.3
a21oi_1       38      190.2
and3_1         6      37.54
nor2b_1        3      18.77
nand4_1       12      75.07
nor4_1         4      25.02
nor3_1        11      55.05
o21bai_1       6      45.04
xor2_1        24      210.2
nor2_1        15      56.30
a21o_1        21      157.7
nand3_1        6      30.03
a21oi_2        3      26.28
==> per-stage QoR <==
| step | power [mW] | utilization (%) | hold slack, ns |
|---|---|---|---|
| final | 0.2100 | 71.67 | 7.408 |
| after detailed placement | 0.2098 | 71.67 | 7.404 |
| after global placement | 0.2076 | 71.67 | 7.401 |
| after global routing | 0.2327 | 71.67 | 7.464 |
| after CTS | 0.2117 | 71.67 | 7.413 |
| after floorplan | 0.08486 | - | 6.424 |
==> critical path: stages <==
cell	delay, ns
clkdlybuf4s50_1	0.45
ha_1	0.33
a41oi_1	0.25
o21ai_2	0.13
a221oi_2	0.32
a21oi_1	0.18
a2111oi_0	0.59
o31ai_1	0.17
a21oi_1	0.28
inv_1	0.09
fa_1	0.38
xor2_1	0.17
clkdlybuf4s50_1	0.47
==> area by class of cell <==
type	count	share of cell area, %
multi-input cells	332	56.93
inverters	18	1.416
repair buffers	194	39.23
well taps	96	2.427
==> power groups by stage <==
| stage | Sequential [mW] | Combinational, mW | Clock (mW) |
|---|---|---|---|
| 6_report | 0 | 0.210 | 0 |
| 5_1_grt | 0 | 0.233 | 0 |
| 4_1_cts | 0 | 0.212 | 0 |
Power and IR drop assume default switching activity.
